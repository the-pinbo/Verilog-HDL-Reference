### design/flow/run.sh
#!/bin/bash
# OpenROAD 26Q1-2900-gdf79404cd8, Yosys 0.63+post, stock flow scripts
make -C /OpenROAD-flow-scripts/flow DESIGN_CONFIG=/design/flow/config.mk WORK_HOME=/design/flow/orfs finish
### design/flow/config.mk
export PLATFORM = sky130hd
export DESIGN_NAME = sqrt
export DESIGN_NICKNAME = sqrt
export VERILOG_FILES = /design/flow/design.v
export SDC_FILE = /design/flow/constraint.sdc
export NUM_CORES = 4
export LEC_CHECK = 1
export CORE_AREA = 10 10 109 109
export DIE_AREA = 0 0 119 119
### design/flow/constraint.sdc
current_design sqrt

set clk_period 2.0
set clk_io_pct 0.2

create_clock -name clk0 -period $clk_period [get_ports {clk}]

set non_clock_inputs [all_inputs -no_clocks]
set_input_delay [expr $clk_period * $clk_io_pct] -clock clk0 $non_clock_inputs
set_output_delay [expr $clk_period * $clk_io_pct] -clock clk0 [all_outputs]
### design/flow/design.v
module sqrt (
    input[5:0] data_in,
    input start, reset, clk,
    output reg[2:0] result, output reg done 
);
    localparam[1:0] WAIT=0, S1=1, S2=2, S3=3;
    reg[1:0] present_state=WAIT, next_state=WAIT;
    reg[5:0] num, num_temp;
    integer cnt = 0, i_odd = 1;
    always @(posedge clk or posedge reset) begin: L_PRESENT_STATE_REGISTER
        if(reset) begin
            present_state <= WAIT;
        end else begin
            present_state <= next_state;
        end
    end
    always@(*) begin:L_NEXT_STATE_LOGIC
        casex(present_state)
            WAIT: next_state = start?S1:WAIT;
            S1: next_state = num>num_temp?S2:S3;
            S2: next_state = num>num_temp?S2:S3;
            S3: next_state = start?S1:S3;
            default: next_state = WAIT;
        endcase
    end
    always@(present_state) begin:L_OUTPUT_DECODER
        casex(present_state)
            WAIT: begin
                done = 'bz;
                result = 'bz;
            end
            S1: begin
                num = data_in;
                cnt = 0;
                i_odd = 1;
                num_temp = num - i_odd;
            end
            S2: begin
                num = num_temp;
                i_odd = i_odd + 2;
                cnt = cnt + 1;
                num_temp = num - i_odd;
            end
            S3: begin
                done = 'b1;
                result = cnt;
            end
            default:begin
                done = 'bz;
                result = 'bz;
                num = 'bz;
                cnt = 'bz;
                i_odd = 'bz;
                num_temp = 'bz;
            end
        endcase
    end
endmodule
==> flow_metrics.tcl <==
# implementation run metrics
set metrics [dict create \
    status "completed" \
    clkLatencyLatePin_ns 0.21 \
    path_buffers 2 \
    drv_slew 0 \
    nFillCells 1101 \
    synth_area_um2 1200 \
    drc 0 \
    die_x_um 119 \
    overflow 0 \
    rsz0062_at_grt "no" \
    fmax_ghz 0.732 \
    viasPerCell 3.26 \
    syn_inst 138 \
    fin_crit_ns 1.37 \
    fp.dieH_um 119 \
    area_delta_synth_final_pct 25.5 \
    antenna_left 0 \
    postRouteWirelength_um 2340 \
    gr-usage-all-layers_pct 3.46 \
    total_leakage_power_nw 0.677 \
    drt_iter0_markers 62 \
    cp_top_family "flip-flops" \
    clockBufferDepth 2 \
    finalHoldViolations 0 \
    r2r-end "present_state[0]" \
    cts_tree "built" \
    path_clk_slew_ns 0.03 \
    grt_pass1_vias 970 \
    cpMaxStageDelayCell "dfrtp_1" \
    initCoreUtil_pct 12.4 \
    r2r_cells 6 \
    r2r-start "present_state[0]" \
    yosys_cells 138 \
    final_util_pct 15.6 \
    period_used_pct 68.3 \
    cts-root-buf "clkbuf_8" \
    drive_gt1_share_pct 8.72 \
    chip_area_um2 14200 \
    critPathRequiredTime_ns 2.08 \
    grt_max_degree 27 \
    tightest_slew_ns 0.678 \
    holdBufCountCts 0 \
    ys_area_um2 1200 \
    yosys_warnings 79 \
    core_um2 9640 \
    topCellsByArea "dlxtp_1 26%, ha_1 18%, inv_1 5.9%" \
    io_buffers 11 \
    synthDistinctLibCells 35 \
    tool_warnings 27 \
    drv_cap 0 \
    cts_resized 0 \
    setup_viol 0 \
    vias 920 \
    cts_max_level 1 \
    slew-limit-headroom_pct 54.8 \
    power_density_nw_per_um2 1210 \
    crit_arrival_ns 1.44 \
    cts_setup_buffers 0 \
    ys.flops 26 \
    worst_setup_path_end_kind "flip-flop" \
    synth_top_area_share_pct 26.3 \
    antenna_found_initial 0 \
    n_antenna_cell 0 \
    finClkSkew_ns 0.000457 \
    ir_drop_v 0.000229 \
    unclocked_pins 24 \
    crit_path_max_fanout 26 \
    dp_hpwl_um 1830 \
    grt_pass1_wl_um 4310 \
    routedWlPerCell_um 8.30 \
    crit_type "flip-flop to flip-flop" \
    ios 13 \
    avgSynthCellArea_um2 8.69 \
    dr.pass1.iters 4 \
    gp_congestion 0.747 \
    cp-start-kind "flip-flop" \
    row_count 36 \
    cpPeakStageDelay_ns 0.34 \
    numCtsBuffers 3 \
    path_cells "inv_1, ha_1, buf_4, nor3_1, a21o_1, a21oi_1" \
    untimed_endpoints 27 \
    hold_class "input pin to async pin" \
    fin_tns_setup_ns 0 \
    r2r_setup_slack_ns 0.63 \
    top_area_cell "dlxtp_1" \
]
==> layout make-up <==
class	count	area, um2	area share [%]
Clock buffer	3	41.3	2.75
Inverter	19	71.3	4.74
Multi-Input combinational cell	89	697	46.3
Sequential cell	26	410	27.3
Tap cell	133	166	11.1
Timing Repair Buffer	12	118	7.82
==> registers in the layout, indices dropped and copies added (netlist names) <==
signal	cells
i_odd	6
num_temp	6
num	6
present_state	2
result	3
cnt	3
==> worst max path at each step <==
stage / end / startpoint / slack (ns) / cells after the start
after CTS: present_state[0] / present_state[0] / 0.62 / 6
after global routing: present_state[0] / present_state[1] / 0.50 / 6
final: present_state[0] / present_state[0] / 0.63 / 6
==> metal layers <==
metal,vias up,routed length (um),global-route usage [%]
met3,2,98,0.767
li1,481,-,-
met5,-,0,0
met1,426,1190,4.67
met4,0,14,0.611
met2,11,1040,5.60
==> Yosys cell counts <==
cell type / n
or4_4: 1
nand3_1: 2
o21a_1: 2
nor2_1: 13
mux2_2: 4
a21oi_1: 7
a2111oi_0: 1
a31o_2: 1
xnor2_1: 4
o21ai_0: 4
fa_1: 1
dfrtp_1: 2
inv_1: 19
o31ai_1: 2
nor3_2: 1
clkbuf_1: 1
ha_1: 17
buf_4: 1
a21o_1: 4
nand2_1: 5
buf_2: 1
xor2_1: 6
nand2b_1: 1
dlxtp_1: 21
nand4_1: 1
or3b_2: 1
conb_1: 1
nor2b_1: 1
mux2i_1: 2
buf_1: 1
o221ai_1: 1
nor3_1: 3
dlxtn_1: 3
a211oi_2: 1
and2_1: 2
==> worst reg2reg max path: cells and delay by family, from the launching register on <==
family / cells / cell delay [ns]
compound gates: 2 / 0.13
fa+ha+maj: 1 / 0.29
buf+inv: 2 / 0.27
flops: 1 / 0.34
simple gates: 1 / 0.21
==> metrics by stage <==
| stage | std cells | setup slack, ns | power (W) | instance area [um2] | hold slack [ns] |
|---|---|---|---|---|---|
| floorplan | 138 | 0.663 | 0.00139 | 1200 | 0.141 |
| global placement | 279 | 0.684 | 0.00164 | 1460 | 0.563 |
| detailed placement | 279 | 0.641 | 0.00166 | 1460 | 0.568 |
| CTS | 282 | 0.622 | 0.00185 | 1500 | 0.346 |
| global route | 282 | 0.501 | 0.00204 | 1500 | 0.374 |
| finish | 282 | 0.635 | 0.00182 | 1500 | 0.346 |
==> placed cells by master (no fill, tap or decap), types with 2 or more instances in the layout <==
cell type and count:
a21oi_1 7, ha_1 17, o21ai_0 4, clkdlybuf4s50_1 11
mux2_2 4, inv_1 19, xnor2_1 4, a21o_1 4
nor2_1 13, o31ai_1 2, and2_1 2, mux2i_1 2
clkbuf_8 3, dlxtn_1 3, dlxtp_1 21, nor3_1 3
o21a_1 2, dfrtp_1 2, nand3_1 2, nand2_1 5
xor2_1 6
==> cell families after synthesis <==
group | after synthesis | share of synthesized area, %
adders and majority gates | 18 | 19.4
xor gates and xnor gates | 10 | 7.31
and+or+nand+nor | 31 | 12.8
latches | 24 | 30.1
DFF | 2 | 4.18
buffers and inverters | 23 | 7.62
AOI/OAI and AO/OA | 23 | 12.8
muxes | 6 | 5.43
other | 1 | 0.313
==> power by group <==
group | internal, W | switching, W | total [W]
combinational | 0.000459 | 0.000583 | 0.00104
clock | 0.000127 | 0.0000302 | 0.000157
sequential | 0.000524 | 0.0000970 | 0.000621
total | 0.00111 | 0.000710 | 0.00182
Power is estimated from default activity; no workload was simulated.
