[design/flow/run.sh]
#!/bin/bash
# OpenROAD 26Q1-2900-gdf79404cd8, Yosys 0.63+post, stock flow scripts
make -C /OpenROAD-flow-scripts/flow DESIGN_CONFIG=/design/flow/config.mk WORK_HOME=/design/flow/orfs finish
[design/flow/config.mk]
export PLATFORM = sky130hd
export DESIGN_NAME = serial_adder
export DESIGN_NICKNAME = serial_adder
export VERILOG_FILES = /design/flow/design.v
export SDC_FILE = /design/flow/constraint.sdc
export NUM_CORES = 4
export LEC_CHECK = 1
export CORE_AREA = 10 10 99 99
export DIE_AREA = 0 0 109 109
[design/flow/constraint.sdc]
current_design serial_adder

set clk_period 2.8
set clk_io_pct 0.2

create_clock -name clk0 -period $clk_period [get_ports {clock}]

set non_clock_inputs [all_inputs -no_clocks]
set_input_delay [expr $clk_period * $clk_io_pct] -clock clk0 $non_clock_inputs
set_output_delay [expr $clk_period * $clk_io_pct] -clock clk0 [all_outputs]
[design/flow/design.v]
`timescale 1ns / 1ps
`timescale 1ns / 1ps
module fulladder(
    input a,
    input b,
    input cin,
    output sum,
    output cout
    );
    assign sum = a^b^cin;
    assign cout = (a & cin) | (a & b) | (b & cin);
endmodule
`timescale 1ns / 1ps
module shiftre #(parameter N=8)(
    input [N-1:0] D,
    input load, shiftR, lin, clock,
    output reg [N-1:0] Q
    );
   integer k;
   always @(posedge clock)
    begin
       if (load) Q <= D;
          else if (shiftR)
             begin
                for (k = N-1; k > 0; k = k-1)
                  Q[k-1] <= Q[k];
                Q[N-1] <= lin; 
              end
    end   
endmodule
`timescale 1ns / 1ps
module dff(
    input d,
    input reset,
    input clock,
    output reg q
    );
    always @(posedge clock)
        begin
          if (reset==1'b1) 
             q <=0; 
          else
            q <= d;
        end
endmodule
module serial_adder(ain, bin, reset_n, clock, start, sum, done);
    parameter bit_width = 8, bit_widthm1 = 7, size=4;
    input [bit_width-1:0] ain, bin;
    input reset_n, clock, start;
    output [bit_width-1:0] sum;
    output reg done;
    wire [bit_width-1:0] QA, QB;
    reg [size-1:0] count_d, count_q;
    wire sum_fa, cout_fa, cin_fa;
    reg load, ShR;
    localparam S0=2'b00, S1=2'b01, S2=2'b10, S3 =2'b11;
    reg [1:0] cp_fsm_d, cp_fsm_q;
    shiftre #(bit_width) regA (ain,load,ShR,1'b0, clock, QA);
    shiftre #(bit_width) regB (bin,load,ShR,1'b0, clock, QB);
    shiftre #(bit_width) regSum ({bit_width{1'b0}},load,ShR,sum_fa, clock, sum);
    fulladder fa (QA[0], QB[0], cin_fa, sum_fa, cout_fa);
    dff carryff (cout_fa,load,clock,cin_fa);
  always @(posedge clock or negedge reset_n)
    begin
      if (reset_n==0) 
        begin
         cp_fsm_q <= S0; count_q <= {size{1'b0}};
         end
      else
        begin
          cp_fsm_q <= cp_fsm_d; count_q = count_d;
        end
    end
    always @(*)
    begin
      cp_fsm_d = cp_fsm_q; ShR = 1'b0; done = 1'b0; load = 1'b0; count_d = count_q;
         case (cp_fsm_q)
            S0: begin if (start == 1'b1) cp_fsm_d = S1; end
            S1: begin load = 1'b1; count_d = bit_widthm1; cp_fsm_d = S2; end
            S2: begin ShR = 1'b1; count_d = count_q - 1; if (count_q == 1'b0) cp_fsm_d = S3; end
            S3: begin
                 done = 1'b1; 
                   if (start == 1'b0) cp_fsm_d = S0;
                 end  
            default: cp_fsm_d = S0;
        endcase
     end
endmodule
==> run_results.csv <==
group,metric,value,unit
status,status,"completed",
setup_path,crit_required,2.70,ns
synth,synth_sequential_area_ratio,63.39,%
drt,drt_iter0_markers,30,
final_timing,finalHoldWorstSlack,0.4544,ns
setup_path,r2r_setup_slack,0.80,ns
global_routing,grt.overflow.total,0,
min_path,hp_class,"flop to flop",
final_timing,finalClockPeriodUsage,71.36,%
power_and_ir_drop,pwr-share-comb,18.7,%
place,hpwlAfterDp,1823,um
setup_path,critical_path_peak_fanout,16,
setup_path,timing.rr.end,"regB.Q[7]$_SDFFCE_PN0P_",
setup_path,critPathLaunch,"cp_fsm_q[3]$_DFF_PN0_",
clock_tree,cts-root-buf,"clkbuf_8",
synth,area_leaders,"edfxtp_1, dfxtp_1, dfrtp_1",
synth,enable_flop_cells,16,
final_timing,slew_violations,0,
drt,route.detailed.drc,0,
clock_tree,cts-root-to-sink-buffers,2,
power_and_ir_drop,static_leakage_power,0.6560,nW
clock_tree,number_of_buffers_created_by_cts,5,
global_routing,track_usage,4.275,%
power_and_ir_drop,power.share.sequential,54.3,%
floorplanning,core_area,0.007727,mm^2
synth,async_flop_share,24.24,%
job,timing.max_cap.violations,0,
final_layout,logic_area,464.2,um^2
final_layout,seq_area,862.1,um^2
synth,postSynthCellCount,106,
synth,postSynthRegisterBits,33,
final_layout,share_of_final_layout_standard_cells_stronger_than_drive_strength_1,18.12,%
drt,wl_per_cell,10.55,um
clock_tree,clkSlewWorstSetupHoldPaths,0.07,ns
global_routing,number_of_global_route_vias_before_repair,830,
clock_tree,number_of_buffers_added_to_fix_hold_violations_after_cts,0,
final_timing,worst_slew_pin_slew,0.7459,ns
clock_tree,insertion_delay,0.28,ns
floorplanning,floorplan.die_area,0.01188,mm^2
min_path,hold_start,"regSum.Q[0]$_SDFFE_PP0N_",
synth,synth.yosys.warnings,3,
power_and_ir_drop,power.ir.vdd_worst,185.0,uV
power_and_ir_drop,switching_share,24.13,%
clock_tree,cts_tree,"yes",
synth,portion_of_synthesized_cell_area_occupied_by_the_leading_cell_type,35.33,%
drt,drt_wl_total,2532,um
setup_path,setup.worst_path.end,"regB.Q[7]$_SDFFCE_PN0P_",
final_timing,totalNegativeSetupSlack,0,ns
setup_path,setup.worst_path.class,"flop to flop",
final_timing,final_critical_path_required_period,1.998,ns
power_and_ir_drop,cell_internal_pwr,0.9402,mW
global_routing,grt_antenna_before_repair,0,
drt,vias,857,
clock_tree,postCtsResizedCells,0,
final_timing,max-slew-margin-rel,50.28,%
final_timing,grt_setup_unrepaired,"no",
final_layout,layout-area-overhead-vs-synth,33.95,%
final_timing,setup_slack_after_layout,0.8019,ns
power_and_ir_drop,clkPwrFrac,27.1,%
global_routing,grt_first_pass_wirelength,3995,um
clock_tree,post_cts.repair.setup_buffers,0,
power_and_ir_drop,p_total,1.239,mW
setup_path,arrival,1.90,ns
synth,yosys-stat-cells,106,
global_routing,pin_count_of_the_biggest_net_entering_global_routing,26,
power_and_ir_drop,switchingPower,0.2990,mW
clock_tree,tritoncts_num_sinks,33,
floorplanning,floorplan.initialDensity,17.60,%
final_timing,fmax,500.5,MHz
final_timing,clock-skew-final,0.006495,ns
place,gpl.final_weighted_congestion,0.7329,
setup_path,kind_of_start_point_of_the_critical_path,"flop",
synth,synthDistinctLibCells,29,
job,number_of_warnings_in_the_stage_logs,25,
drt,antenna_cells,0,
place,placement.io_buffers,27,
power_and_ir_drop,powerDensity,680.2,mW/mm^2
setup_path,reg2regPathDepth,2,
floorplanning,die_w,109,um
clock_tree,clock_tree.htree_level_count,2,
synth,dominantRegCellSynth,"edfxtp_1",
floorplanning,io-pin-count,28,
setup_path,critical_path.reg2reg.startpoint,"cp_fsm_q[3]$_DFF_PN0_",
final_layout,num-fill-cells,805,
synth,syn_avg_cell_area,12.83,um^2
floorplanning,placement_rows,32,
drt,drt_pass1_iterations,4,
synth,synth_area,0.001360,mm^2
final_timing,setup_viol,0,
synth,yosys_area,0.001360,mm^2
place,placement.setup.worst_slack,0.7817,ns
floorplanning,die_height,109,um
drt,viasPerCell,3.571,
synth,synth_top_cell_by_area,"edfxtp_1",
final_timing,timing_hold_violations_final,0,
setup_path,worstSetupEndpointType,"flop",
drt,antenna_violating_nets_post_route,0,
## synth_stat cells, types with 2 or more instances
master,count
dfrtp_1,7
a21oi_1,9
nor2_1,5
and2_1,3
edfxtp_1,16
dfxtp_1,9
nand2_1,18
o21ai_0,2
buf_2,3
inv_1,2
mux2_2,14
## critical path: stages, from the launching register on
cell and delay, ns:
dfrtp_1 0.48, or3_1 0.55, nand2b_1 0.60
## final cells by class
| class | instances | share of cell area (%) |
|---|---|---|
| flip-flops and latches | 33 | 47.32 |
| multi-input cells | 67 | 25.48 |
| repair buffers | 28 | 15.25 |
| well taps | 102 | 7.005 |
| clock buffers | 6 | 3.984 |
| clock inverters | 2 | 0.5494 |
| inverters | 2 | 0.4121 |
## metal layers
layer / global-route usage [%] / part of all wire (%) / up-vias
li1: - / - / 439
met1: 5.685 / 44 / 385
met2: 5.741 / 41 / 28
met3: 2.808 / 14 / 5
met4: 0.8475 / 1.6 / 0
met5: 0 / 0 / -
## worst min-delay path by stage
| stage | end | slack, ns | cells past startpoint |
|---|---|---|---|
| 4_1_cts | regSum.Q[0]$_SDFFE_PP0N_ | 0.46 | 2 |
| 5_1_grt | regSum.Q[3]$_SDFFE_PP0N_ | 0.49 | 2 |
| 6_report | regSum.Q[0]$_SDFFE_PP0N_ | 0.45 | 2 |
## sequential cells by signal, summed over array words and instances (netlist names)
register	count
carryff.q	1
regSum.Q	8
regA.Q	8
count_q	4
regB.Q	8
cp_fsm_q	4
## power by group through the flow
stage	clock network [mW]	registers [mW]	logic (mW)
4_1_cts	0.352	0.675	0.236
5_1_grt	0.378	0.690	0.256
6_report	0.335	0.673	0.231
## cell families (layout without fill, tap and decap cells)
kind of cell,Yosys count,in the layout,share of synthesized area (%)
simple gates,35,35,13.25
mux,14,14,11.59
flops,33,33,63.39
compound gates,16,16,6.900
buf+inv,6,38,2.484
fa+ha+maj,2,2,2.392
## stage by stage
stage	instances	cell area, um^2	utilization (%)
global placement	232	1739	22.51
finish	240	1822	23.58
CTS	240	1822	23.58
floorplan	106	1360	-
detailed placement	232	1739	22.51
global route	240	1822	23.58
## placed cells by master, fill, tap and decap left out
master / n
nand3_1: 1
clkinv_2: 2
and2_1: 3
o21a_1: 1
nand4bb_1: 1
fa_1: 1
edfxtp_1: 16
nor3_2: 1
clkbuf_1: 1
o211ai_1: 1
or3_1: 1
nand2b_1: 1
nor3_4: 1
dfxtp_1: 9
ha_1: 1
nor2_1: 5
inv_1: 2
dfstp_2: 1
nor2b_1: 1
a32o_1: 1
nor3_1: 1
o21ai_0: 2
a31oi_1: 1
a21o_1: 1
nand4b_1: 1
clkbuf_8: 5
buf_4: 1
nand2_1: 18
clkdlybuf4s50_1: 27
mux2_2: 14
a21oi_1: 9
dfrtp_1: 7
Power figures rest on the tool's default switching activity, not on a simulated workload.
