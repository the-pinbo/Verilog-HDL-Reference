==> ./design.v <==
module FIFO_Buffer #(parameter STACK_WIDTH = 32,
    STACK_HEIGHT = 8,
    STACK_PTR_WIDTH = 3,
    HALF_LEVEL = STACK_HEIGHT/2
    ) (
        input clk, rst, write_to_stack, 
        input [STACK_WIDTH-1:0] data_in,
        input read_from_stack,
        output stack_full, stack_half_full, stack_empty,
        output reg [STACK_WIDTH-1:0] data_out
    );
    reg [STACK_PTR_WIDTH-1:0] read_ptr, write_ptr;
    reg [STACK_PTR_WIDTH:0] ptr_gap;  
    reg [STACK_WIDTH-1:0] stack [STACK_HEIGHT-1:0];
    assign stack_full = (ptr_gap == STACK_HEIGHT);
    assign stack_half_full = (ptr_gap == HALF_LEVEL); 
    assign stack_empty = (ptr_gap == 0);
    always @ (posedge clk or posedge rst)
        if (rst == 1) begin
            data_out <= 0;
            read_ptr <= 0;
            write_ptr <= 0;
            ptr_gap <= 0; 
        end else if (write_to_stack && (!read_from_stack) && (!stack_full)) begin
            stack [write_ptr] <= data_in;
            write_ptr <= write_ptr + 1;
            ptr_gap <= ptr_gap + 1;
        end else if (read_from_stack && (!write_to_stack) && (!stack_empty)) begin
            data_out <= stack[read_ptr];
            read_ptr <= read_ptr + 1;
            ptr_gap <= ptr_gap - 1;
        end else if (write_to_stack && read_from_stack && stack_empty) begin
            stack [write_ptr] <= data_in;
            write_ptr <= write_ptr + 1;
            ptr_gap <= ptr_gap + 1;
        end else if (write_to_stack && read_from_stack && stack_full) begin
            data_out <= stack[read_ptr];
            read_ptr <= read_ptr + 1;
            ptr_gap <= ptr_gap - 1;
        end else if (write_to_stack && read_from_stack && (!stack_empty) && (!stack_full)) begin
            stack [write_ptr] <= data_in;
            data_out <= stack[read_ptr];
            write_ptr <= write_ptr + 1;
            read_ptr <= read_ptr + 1;
        end
endmodule
==> ./run.sh <==
#!/bin/bash
# OpenROAD 26Q1-2900-gdf79404cd8, Yosys 0.63+post, stock flow scripts
make -C /OpenROAD-flow-scripts/flow DESIGN_CONFIG=/design/flow/config.mk WORK_HOME=/design/flow/orfs finish
==> ./config.mk <==
export PLATFORM = sky130hd
export DESIGN_NAME = FIFO_Buffer
export DESIGN_NICKNAME = FIFO_Buffer
export VERILOG_FILES = /design/flow/design.v
export SDC_FILE = /design/flow/constraint.sdc
export NUM_CORES = 4
export LEC_CHECK = 1
export CORE_UTILIZATION = 50
==> ./constraint.sdc <==
current_design FIFO_Buffer

set clk_period 5.9
set clk_io_pct 0.2

create_clock -name clk0 -period $clk_period [get_ports {clk}]

set non_clock_inputs [all_inputs -no_clocks]
set_input_delay [expr $clk_period * $clk_io_pct] -clock clk0 $non_clock_inputs
set_output_delay [expr $clk_period * $clk_io_pct] -clock clk0 [all_outputs]
==> ds_physical_params.txt <==
Physical implementation characteristics

Parameter                              Value

GRT
  Maximum number of pins on one net before global-route repair .................. about 45
  Global-route wire length before repair .................. approximately 38000 um
  Met3 usage in global routing .................. 0.118
  Met2 layer usage reported by global route .................. 0.348
  Busiest metal layer after global routing .................. met1
  Remaining Overflow, GRT .................. 0
  Via count of the first global-routing pass .................. around 7k
  Initial antenna violation count .................. 0
  Met1 routing resource usage after global routing .................. 0.353
  Global routing usage summed across all routing layers .................. 0.235

Synthesis
  Ys cells .................. 684
  Yosys reg bits .................. a little under 300
  Area contributors post-synth .................. edfxtp_1, dfrtp_1, mux2_2
  Synth warn .................. 2
  Synth Area per Inst .................. around 17 um2
  Post-synthesis cell area .................. between 10000 and 15000 um2
  Area figure in the yosys stat output .................. about 12000 um2
  Flip-flops with a built-in enable .................. 256
  Area fraction of the dominant cell type after synthesis .................. 0.661
  Share of flip-flops with an asynchronous set or reset .................. 0.141
  Most instantiated cells after synthesis .................. edfxtp_1, dfrtp_1, nand2_1
  Most frequent cell after synthesis .................. edfxtp_1
  Count of unique library cells instantiated by Yosys .................. roughly 50
  Top_reg_cell synth .................. edfxtp_1
  Cell accounting for the most synthesized area .................. edfxtp_1
  Number of cells produced by synthesis .................. 684
  Portion of the post-synthesis area used by sequential elements .................. 0.751

Setup path
  Count of buffer and inverter cells on the critical path .................. 2
  Capturing point of the worst reg2reg path .................. data_out[21]
  R2R depth .................. 8
  Critical Path Fanout Max .................. 9
  Critical path origin .................. ptr_gap[1]
  Nature of the critical path startpoint .................. flop
  Flop-to-flop setup slack .................. between 2 and 3 ns
  Critical path depth .................. 4
  Element type at the critical path end .................. output port
  Slowest stage cell on the critical path .................. clkdlybuf4s50_1
  Chain of cells forming the critical path .................. inv_1 -> ha_1 -> nor3b_2 -> clkdlybuf4s50_1
  Data required time of the worst path .................. ~4.7 ns
  Arrival time at the worst endpoint .................. approximately 2.3 ns
  Worst stage delay on the critical path .................. 0.53 ns
  Timing endpoint of the critical path .................. stack_empty
  Largest delay contributor family on the critical path .................. buffers and inverters
  Launch point of the worst reg-to-reg path .................. read_ptr[2]
  Kind of critical path .................. reg2out

Floorplanning
  FP Util .................. 0.512
  Area of the placeable core .................. roughly 23000 um2
  Die width .................. approximately 150 um
  Die area .................. around 24000 um2
  I/O pin cnt .................. about 71
  Height of the die .................. between 150 and 200 um
  Placement Rows .................. ~55

Power
  Total power per unit cell area .................. approximately 480 nW/um2
  Peak VDD IR .................. approximately 0.00030 V
  Logic pwr share .................. 0.295
  Part of the total power dissipated in sequential elements .................. 0.421
  Switching share of power .................. 0.303
  Static leakage power .................. ~0.0047 uW
  Net switching component of the power .................. 1960 uW
  Clock network fraction of design power .................. 0.284
  Post-layout total power .................. roughly 6500 uW
  Internal portion of total power .................. 4510 uW

Placed design
  Worst setup slack before clock tree synthesis .................. around 2 ns
  Number of port buffers .................. about 70
  HPWL Detailed .................. roughly 13000 um
  Standard cell area after detailed placement .................. roughly 13000 um2
  Final Wtd Congestion .................. 0.798

Hold path
  HP Start .................. data_out[5]
  Worst hold-check path type .................. reg2reg
  Worst hold path depth .................. 2

Job
  Count of max-cap constraint violations .................. 0
  Log Warnings .................. 34

Clock network
  Number of hold-repair buffers added at the cts stage .................. 0
  Post-CTS clock slew at the launch and capture registers of the worst setup and hold paths .................. around 0.060 ns
  Cell at the root of the clock tree .................. clkbuf_16
  Longest Clk Path Bufs .................. 3
  Post-CTS setup-driven buffer insertion count .................. 0
  Number of H-tree branching levels .................. 1
  Insertion delay at the late pin of the worst-skew pair .................. 0.56 ns
  CTS resizes .................. 0
  CTS tree .................. built
  Total CTS buffers .................. 31
  Num Clock Sinks .................. 298

Detailed routing
  Number of vias after detailed routing .................. 6400
  Residual DRC count .................. 0
  Wirelength per Cell .................. roughly 23 um
  Ant diodes .................. 0
  Routed Antenna Nets .................. 0
  Drt via density .................. approximately 6
  Pre-antenna DRT Iters .................. 4
  Final Routed Wirelength .................. ~24000 um
  Number of DRC violations after detailed-routing iteration 0 .................. 352

Final layout
  Fill cells .................. between 1.5k and 2k
  Final std cell area, no fill .................. ~14000 um2
  Share of cells above drive strength 1 .................. 0.160
  Layout overhead on the synthesized area .................. 16.8%

Outcome
  Outcome .................. complete, no violations

STA
  Tightest hold margin .................. 0.488 ns
  Setup repair after global routing missed its margin .................. no
  Peak Freq .................. about 290 MHz
  Post-route worst setup slack .................. about 2.4 ns
  Tcrit/Tclk final .................. 0.593
  Final number of max-transition violations .................. 0
  TNS Setup .................. 0 ns
  Max_slew headroom .................. 0.436
  Clock skew .................. 0.00853 ns
  Min cycle time layout .................. 3.50 ns
  Transition time at the pin with the least slew margin .................. around 0.85 ns
  Count of endpoints failing setup in the final report .................. 0
  Final hold vios .................. 0
==> worst min-delay path by stage <==
stage,slack (ns),endpoint
4_1_cts,0.49,data_out[18]
5_1_grt,0.50,data_out[5]
6_report,0.49,data_out[5]
==> placed cells by master (no fill, tap or decap), types with 3 or more instances in the layout <==
| cell | count |
|---|---|
| a221oi_2 | 6 |
| and2_1 | 5 |
| clkdlybuf4s50_1 | 70 |
| clkinv_1 | 7 |
| mux2_4 | 9 |
| a22o_1 | 32 |
| and3_1 | 13 |
| xnor2_1 | 3 |
| o21ai_0 | 37 |
| clkinv_2 | 3 |
| a21oi_1 | 5 |
| mux2_2 | 33 |
| nand2_1 | 40 |
| a22oi_1 | 21 |
| o211a_1 | 11 |
| ha_1 | 14 |
| edfxtp_1 | 256 |
| buf_4 | 20 |
| a221oi_1 | 5 |
| a221o_1 | 11 |
| a222oi_1 | 10 |
| clkbuf_1 | 11 |
| dfrtp_1 | 41 |
| a211oi_2 | 10 |
| inv_1 | 9 |
| clkbuf_16 | 31 |
| o21ai_1 | 33 |
==> worst min-delay path, delay by kind of cell, from the launching register on <==
family	cells	cell delay [ns]
DFF	1	0.34
and+or+nand+nor	1	0.05
AOI/OAI and AO/OA	1	0.06
==> power by group through the flow <==
stage / clock (uW) / sequential, uW / combinational [uW]
5_1_grt: 1950 / 2760 / 2110
4_1_cts: 1870 / 2720 / 1940
6_report: 1840 / 2720 / 1910
==> cells by family (layout without fill, tap and decap cells) <==
family,count (synthesis),after routing,share of synthesized area
AOI/OAI and AO/OA,193,193,0.128
xor gates and xnor gates,3,3,0.00226
adders and majority gates,14,14,0.0151
buffers and inverters,55,157,0.0229
DFF,298,298,0.751
muxes,44,44,0.0455
and+or+nand+nor,77,77,0.0344
==> registers in the layout (all words and copies together) (netlist names) <==
signal and cells:
stack 256, data_out 32, ptr_gap 4, read_ptr 3, write_ptr 3
==> layout make-up <==
cell class | instances | area [um2] | share of cell area
well taps | 285 | 357 | 0.0263
repair buffers | 90 | 851 | 0.0627
clock buffers | 43 | 831 | 0.0612
flip-flops and latches | 298 | 8740 | 0.644
clock inverters | 14 | 133 | 0.00977
inverters | 10 | 37.5 | 0.00276
multi-input cells | 331 | 2630 | 0.194
==> stage by stage <==
step	util	std cells
2_1_floorplan	-	684
3_3_place_gp	0.555	1014
3_5_place_dp	0.555	1014
4_1_cts	0.598	1071
5_1_grt	0.598	1071
6_report	0.598	1071
==> routing by layer <==
metal / wire length, um / vias up
met3: 2610 / 35
met1: 9630 / 3153
met4: 537 / 0
met2: 11400 / 323
met5: 0 / -
li1: - / 2889
Power figures rest on the tool's default switching activity, not on a simulated workload.
